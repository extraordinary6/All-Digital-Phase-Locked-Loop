## flow/run.sh

```bash
#!/bin/bash
# OpenROAD 26Q1-2900-gdf79404cd8, Yosys 0.63+post, stock flow scripts
make -C /OpenROAD-flow-scripts/flow DESIGN_CONFIG=/design/flow/config.mk WORK_HOME=/design/flow/orfs finish
```

## flow/config.mk

```make
export PLATFORM = sky130hd
export DESIGN_NAME = ADPLL
export DESIGN_NICKNAME = ADPLL
export VERILOG_FILES = /design/flow/design.v
export SDC_FILE = /design/flow/constraint.sdc
export NUM_CORES = 4
export LEC_CHECK = 1
export CORE_UTILIZATION = 30
```

## flow/constraint.sdc

```tcl
current_design ADPLL

set clk_period 3.9
set clk_io_pct 0.2

create_clock -name clk0 -period $clk_period [get_ports {clk}]

set non_clock_inputs [all_inputs -no_clocks]
set_input_delay [expr $clk_period * $clk_io_pct] -clock clk0 $non_clock_inputs
set_output_delay [expr $clk_period * $clk_io_pct] -clock clk0 [all_outputs]
```

## flow/design.v

```verilog
`timescale 1ns/1ps
module ADPLL(
    input      clk,
    input      rst_n,
    input      ref_signal,
    output     ctrl_signal
);
wire lead, lag, ref_rise;
wire add_pulse, sub_pulse;
wire [9:0] ref_period;
DPD u_DPD(
    .clk         (clk         ),
    .rst_n       (rst_n       ),
    .ref_signal  (ref_signal  ),
    .ctrl_signal (ctrl_signal ),
    .lead        (lead        ),
    .lag         (lag         ),
    .ref_rise    (ref_rise    ),
    .ref_period  (ref_period  )
);
DB #(
    .C   (1   ),
    .D   (1   ),
    .MAX (1000)
) u_DB(
    .clk       (clk       ),
    .rst_n     (rst_n     ),
    .lead      (lead      ),
    .lag       (lag       ),
    .add_pulse (add_pulse ),
    .sub_pulse (sub_pulse )
);
DCO #(
    .C (100)
) u_DCO(
    .clk         (clk         ),
    .rst_n       (rst_n       ),
    .sub_pulse   (sub_pulse   ),
    .add_pulse   (add_pulse   ),
    .ref_rise    (ref_rise    ),
    .ref_period  (ref_period  ),
    .ctrl_signal (ctrl_signal )
);
endmodule
`timescale 1ns/1ps
module DB#(
    parameter C = 1,      
    parameter D = 1,      
    parameter MAX = 1000  
)(
    input      clk,
    input      rst_n,
    input      lead,
    input      lag,
    output reg add_pulse,
    output reg sub_pulse
);
reg [15:0] cnt1;  
reg [15:0] cnt2;  
always @(posedge clk or negedge rst_n)
begin
    if(!rst_n)
        cnt1 <= 0;
    else if(lead == 1 && cnt1 < D)
    begin
        if(cnt1 + C >= MAX)
            cnt1 <= MAX;
        else
            cnt1 <= cnt1 + C;
    end
    else if(lead == 0 && cnt1 >= D)
    begin
        if(cnt1 - D <= 0)
            cnt1 <= 0;
        else
            cnt1 <= cnt1 - D;
    end
    else if(lead == 1 && cnt1 >= D)
    begin
        if(cnt1 + C - D >= MAX)
            cnt1 <= MAX;
        else if(cnt1 + C - D <= 0)
            cnt1 <= 0;
        else
            cnt1 <= cnt1 + C - D;
    end
    else
        cnt1 <= cnt1;
end
always @(posedge clk or negedge rst_n)
begin
    if(!rst_n)
        add_pulse <= 0;
    else if(cnt1 >= D)
        add_pulse <= 1;
    else
        add_pulse <= 0;
end
always @(posedge clk or negedge rst_n)
begin
    if(!rst_n)
        cnt2 <= 0;
    else if(lag == 1 && cnt2 < D)
    begin
        if(cnt2 + C >= MAX)
            cnt2 <= MAX;
        else
            cnt2 <= cnt2 + C;
    end
    else if(lag == 0 && cnt2 >= D)
    begin
        if(cnt2 - D <= 0)
            cnt2 <= 0;
        else
            cnt2 <= cnt2 - D;
    end
    else if(lag == 1 && cnt2 >= D)
    begin
        if(cnt2 + C - D >= MAX)
            cnt2 <= MAX;
        else if(cnt2 + C - D <= 0)
            cnt2 <= 0;
        else
            cnt2 <= cnt2 + C - D;
    end
    else
        cnt2 <= cnt2;
end
always @(posedge clk or negedge rst_n)
begin
    if(!rst_n)
        sub_pulse <= 0;
    else if(cnt2 >= D)
        sub_pulse <= 1;
    else
        sub_pulse <= 0;
end
endmodule
`timescale 1ns/1ps
module DCO #(
    parameter C = 100   
)(
    input      clk,
    input      rst_n,
    input      sub_pulse,   
    input      add_pulse,   
    input      ref_rise,
    input [9:0]ref_period,
    output reg ctrl_signal
);
reg [9:0] cnt;
reg [9:0] cnt_max;
always @(posedge clk or negedge rst_n)
begin
    if(!rst_n)
        cnt_max <= C;
    else if(sub_pulse)
        cnt_max <= cnt_max - 1;
    else if(add_pulse)
        cnt_max <= cnt_max + 1;
    else
        cnt_max <= cnt_max;
end
always @(posedge clk or negedge rst_n)
begin
    if(!rst_n)
        cnt <= 0;
    else if(ref_rise && (ref_period * 2 > cnt_max) )
        cnt <= 0;
    else if(cnt >= cnt_max)
        cnt <= 0;
    else
        cnt <= cnt + 1;
end
always @(posedge clk or negedge rst_n)
begin
    if(!rst_n)
        ctrl_signal <= 1'b1;
    else if((ref_period * 2 <= cnt_max))
        ctrl_signal <= 1'b0;
    else if(cnt < (cnt_max >> 1) )
        ctrl_signal <= 1'b1;
    else
        ctrl_signal <= 1'b0;
end
endmodule
`timescale 1ns/1ps
module DPD(
    input            clk,
    input            rst_n,
    input            ref_signal,
    input            ctrl_signal,
    output reg       lead,
    output reg       lag,
    output           ref_rise,
    output reg [9:0] ref_period
);
reg flag;
reg [9:0] cnt;
reg ref_signal_d1, ctrl_signal_d1;
always @(posedge clk or negedge rst_n)
begin
    if(!rst_n)
        flag <= 1'b0;
    else if(ref_rise)
        flag <= 1'b1;
end
always @(posedge clk or negedge rst_n)
begin
    if(!rst_n)
        cnt <= 0;
    else if(ref_rise)
        cnt <= 0;
    else if(flag)
        cnt <= cnt + 1;
end
always @(posedge clk or negedge rst_n) 
begin
    if(!rst_n)
        ref_period <= 0;
    else if(ref_rise && !flag)
        ref_period <= 0; 
    else if(ref_rise)
        ref_period <= cnt;
end
always @(posedge clk or negedge rst_n)
begin
    if(!rst_n)
        ref_signal_d1 <= 1'b0;
    else
        ref_signal_d1 <= ref_signal;
end
always @(posedge clk or negedge rst_n)
begin
    if(!rst_n)
        ctrl_signal_d1 <= 1'b0;
    else
        ctrl_signal_d1 <= ctrl_signal;
end
assign ref_rise = (ref_signal_d1 == 1'b0 && ref_signal == 1'b1);
always @(posedge clk or negedge rst_n)
begin
    if(!rst_n)
    begin
        lead <= 1'b0;
    end
    else if(ref_rise)
    begin
        if(ctrl_signal_d1 == 1'b0 && ctrl_signal == 1'b1)
            lead <= 1'b0;
        else if(ctrl_signal == 1'b1)
            lead <= 1'b1;
        else
            lead <= 1'b0;
    end
    else
        lead <= 1'b0;
end
always @(posedge clk or negedge rst_n)
begin
    if(!rst_n)
    begin
        lag <= 1'b0;
    end
    else if(ref_rise == 1'b1)
    begin
        if(ctrl_signal == 1'b0)
            lag <= 1'b1;
        else
            lag <= 1'b0;
    end
    else
        lag <= 1'b0;
end 
endmodule
```

==> run summary <==
Tool warnings -> 32
Peak supply drop -> 0.000368 V
Cells in synth_stat.txt -> 807
Leakage -> 3.06 nW
Setup Buffers After CTS -> 0
Vias -> 5,582
Layout cells sized above 1 -> 6.44%
Grt total ovfl -> 0
Worst Setup End Kind -> flip-flop
Vias in the first global route -> 5,156
Max clock buf depth -> 2
Final Power -> 4.79 mW
Max Slew Vio Count -> 0
Clock buffer count from CTS -> 9
Worst min-delay path category -> flip-flop to flip-flop
Clock skew -> 0.00747 ns
Worst-Skew Late Latency -> 0.33 ns
Detailed-route DRC error count -> 0
Largest net degree at the start of global routing -> 49
EDFF count, synth -> 0
Crit Path Class -> flip-flop to flip-flop
Seq/Total Area, Yosys -> 30.6%
Fin crit period -> 3.57 ns
RSZ-0062 raised after global routing -> false
DP HPWL -> 10,500 um
Power density cells -> 668 mW/mm2
Antenna viol nets, final -> 0
Reg clk slew, reported paths -> 0.06 ns
Setup-failing EPs final -> 0
First-pass GRT wire length -> 25,000 um
Max-area cell share -> 29.0%
Post-synth ARST share -> 100%
Main flop type -> dfrtp_1
TNS Setup -> 0 ns
Fmax -> 0.280 GHz
Router iterations before antenna repair -> 4
Syn. warnings -> 3
Initial antenna violation count -> 0
Chip area -> 0.0225 mm2
YS chip area -> 0.00657 mm2
Pin slew with the least headroom to its limit -> 0.694 ns
Rows -> 53
Initial core utilization -> 30.9%
Max cap viols -> 0
Rel. slew slack -> 53.3%
Area after DPL -> 0.00685 mm2
Critical Path AT -> 3.81 ns
Cell Type Count -> 71
Fin area -> 0.00717 mm2
Placer Congestion -> 0.927
CP required -> 4.14 ns
CTS sink cnt -> 80
Final core occ -> 33.8%
H-tree levels -> 3
Hold_buf cts -> 0
Wire per inst -> 13.5 um
Post-Route WL -> 14,400 um
TritonCTS clock tree -> built
All-layer global routing usage -> 13.8%
Post-synth regs -> 80
Yosys top cell by area -> dfrtp_1
Core area -> 0.0212 mm2
Final Hold Vio Count -> 0
Vias per cell -> 5.23
Startpoint Class -> flip-flop
Status -> completed
Root Driver -> clkbuf_16
Final period utilization -> 91.4%
Die y size -> 150 um
Synth Instances -> 807
Post_cts resized -> 0
Port Buf Inserts -> 3
Die X-Extent -> 150 um
Worst Path Max Fanout -> 14
Avg Cell Area, Syn -> 8.14 um2
Iter 0 DRT Violations -> 400
Synthesized area -> 0.00657 mm2
Num ports -> 4
Syn-to-layout area delta -> 9.16%
Synth area leaders -> dfrtp_1 (29%), ha_1 (8.8%), xnor2_1 (5.3%)
ANT cells -> 0
-- routing by layer --
layer	wire (um)	part of all wire, %	up-vias	track usage (%)
met4	231	1.6	0	2.22
li1	-	-	2859	-
met1	7220	50	2605	21.2
met3	509	3.5	20	1.77
met2	6430	45	98	21.2
met5	0	0	-	0
-- placed cells by master (no fill, tap or decap), drive strengths merged, types with 5 or more instances in the layout --
cell type / netlist / layout
o21ai: 36 / 36
or4: 5 / 5
nand4: 18 / 18
buf: 8 / 15
xor2: 33 / 33
nor3: 20 / 20
ha: 46 / 46
nand2: 73 / 73
nor4: 14 / 14
and2: 13 / 13
inv: 30 / 30
xnor2: 40 / 40
and3: 21 / 21
a31oi: 10 / 10
dfrtp: 76 / 76
a211oi: 5 / 5
o21a: 8 / 8
a21oi: 34 / 34
o211ai: 5 / 5
mux2i: 6 / 6
nor2: 92 / 92
nand3: 43 / 43
nand2b: 14 / 14
nor2b: 8 / 8
or3: 12 / 12
a21o: 16 / 16
clkbuf: 39 / 10
and4: 7 / 7
-- kinds of logic (layout without fill, tap and decap cells) --
group	Yosys count	in the layout	synth area share (%)
simple gates	356	356	27.3
compound gates	166	166	17.2
flops	80	80	30.6
buf+inv	77	62	4.69
xor+xnor	73	73	9.74
fa+ha+maj	47	47	9.07
mux	8	8	1.43
-- power breakdown --
group          internal (mW)  switching, mW
combinational           1.04           1.29
sequential              1.08          0.471
clock                  0.574          0.331
-- cells in the mapped netlist (5+ instances only) --
master and count:
nor3_1 20, o21a_1 8, a21o_1 16, o211ai_1 5, nand2_1 72, xor2_1 33, a31oi_1 10, nand4_1 18
and3_1 21, or3_1 12, nor4_1 14, mux2i_1 6, and4_1 7, clkbuf_1 39, ha_1 46, or4_1 5
a21oi_1 34, o21ai_0 35, nor2_1 92, nor2b_1 8, and2_1 12, dfrtp_1 76, nand2b_1 14, nand3_1 43
xnor2_1 40, inv_1 30
-- area by class of cell --
| class | instances | area (um2) |
|---|---|---|
| fill | 2192 | 14100 |
| timing repair buffer | 17 | 133 |
| clock inverter | 5 | 81.3 |
| multi-input combinational | 650 | 4250 |
| clock buffer | 10 | 239 |
| sequential | 80 | 2010 |
| inverter | 30 | 113 |
| tap | 275 | 344 |
-- sequential cells by signal, indices dropped and copies added, names as in the netlist, 10 cells and up --
register,count
u_DB.cnt1,16
u_DCO.cnt,10
u_DPD.cnt,10
u_DCO.cnt_max,10
u_DPD.ref_period,10
u_DB.cnt2,16
-- metrics by stage --
stage	setup WS, ns	instances	hold slack [ns]
after floorplan	0.536	807	0.394
after global placement	0.450	1052	0.421
after detailed placement	0.406	1052	0.423
after CTS	0.377	1067	0.428
after global routing	0.112	1067	0.430
final	0.335	1067	0.428
-- critical path: stages (launching register included) --
cell and delay, ns:
dfrtp_1 0.59, and3_1 0.45, nand2_4 0.10, or4_1 0.54
a2111o_1 0.49, or3_1 0.32, a21oi_1 0.15, o2111a_2 0.30
o211a_4 0.21, nand2_1 0.08, a221oi_2 0.25
-- worst paths after layout --
check	from	to	slack, ns	depth (start not counted)
max	u_DB.cnt2[2]	u_DB.cnt2[1]	0.33	10
min	u_DCO.ctrl_signal	u_DPD.ctrl_signal_d1	0.43	0
max reg2reg	u_DB.cnt2[2]	u_DB.cnt2[1]	0.33	10
min reg2reg	u_DCO.ctrl_signal	u_DPD.ctrl_signal_d1	0.43	0
max in group asynchronous	rst_n	u_DCO.cnt_max[6]	2.54	2
min in group asynchronous	rst_n	u_DB.cnt1[1]	0.45	1
Power figures rest on the tool's default switching activity, not on a simulated workload.
